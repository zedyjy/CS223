<file path="design/flow/run.sh">
#!/bin/bash
# OpenROAD 26Q1-2900-gdf79404cd8, Yosys 0.63+post, stock flow scripts
make -C /OpenROAD-flow-scripts/flow DESIGN_CONFIG=/design/flow/config.mk WORK_HOME=/design/flow/orfs finish
</file>
<file path="design/flow/config.mk">
export PLATFORM = sky130hd
export DESIGN_NAME = lab4_vol3
export DESIGN_NICKNAME = lab4_vol3
export VERILOG_FILES = /design/flow/design.v
export SDC_FILE = /design/flow/constraint.sdc
export NUM_CORES = 4
export LEC_CHECK = 1
export CORE_AREA = 10 10 112 112
export DIE_AREA = 0 0 122 122
</file>
<file path="design/flow/constraint.sdc">
current_design lab4_vol3

set clk_period 4.1
set clk_io_pct 0.2

create_clock -name clk0 -period $clk_period [get_ports {ckk}]

set non_clock_inputs [all_inputs -no_clocks]
set_input_delay [expr $clk_period * $clk_io_pct] -clock clk0 $non_clock_inputs
set_output_delay [expr $clk_period * $clk_io_pct] -clock clk0 [all_outputs]
</file>
<file path="design/flow/design.v">
`timescale 1ns / 1ps
module lab4_vol3(
    input ckk,
    input reset,
    input SA,
    input SB,
    output logic [2:0] la,lb
    );
    typedef enum logic [2:0] {S0, S1, S2, S3, S4, S5, S6, S7} stateType;
    parameter green = 3'b011,
              yellow= 3'b001,
              red = 3'b111;
      reg[31:0] time1 = 0;
      reg clk1;
              always @(posedge ckk)
              begin
                  time1 <= time1 +1;
                  if(time1 == 300000000)
                      begin
                     time1 <= 0;
                      clk1 <= ~clk1;
                      end
                  end
stateType currentState, nextState;
always_ff @(posedge clk1 ,posedge reset)
if(reset)currentState <=S0;
    else  currentState <= nextState;
           always_comb
                case(currentState)
                   S0: if(~SB) nextState=S0;
                else nextState=S1;
                   S1:nextState=S2;
                   S2:nextState=S3;
                   S3:nextState=S4; 
                   S4: if (~SA&SB) nextState=S4;
                       else nextState=S5;
                   S5:nextState=S6;
                   S6:nextState=S7;
                   S7:nextState=S0;
                 endcase
            always_comb
                  case(currentState)
                    S0:{la,lb} = {green,red};
                    S1:{la,lb} = {yellow,red};
                    S2:{la,lb} = {red,red};
                    S3:{la,lb} = {red,yellow};
                    S4:{la,lb} = {red,green};
                    S5:{la,lb} = {red,yellow};
                    S6:{la,lb} = {red,red};
                    S7:{la,lb} = {yellow,red};
                  endcase
endmodule
</file>
==> notes.md <==
- post-route clock period utilization: 0.513
- sequential cell area fraction in the yosys report: 0.443
- pin count of the biggest net entering global routing: 11
- sum of negative setup slack: 0 ps
- Hold WC Path Type: reg -> reg
- total standard cell area after synthesis: 1680 sq um
- final core utilization: 0.195
- Std-Cell Core Area: 10200 sq um
- Final Hold Viols: 0
- unrepaired setup endpoints after global routing: false
- most numerous logic cells after layout: sky130_fd_sc_hd__dfxtp_1, sky130_fd_sc_hd__nor2_1, sky130_fd_sc_hd__xnor2_1, sky130_fd_sc_hd__xor2_1, sky130_fd_sc_hd__nand3_1
- most instantiated flip-flop cell in the synthesis netlist: sky130_fd_sc_hd__dfxtp_1
- top logic cell by instance count in the layout: sky130_fd_sc_hd__dfxtp_1
- sum of overflow across all layers after global routing: 0
- clk latency late pin: 280 ps
- number of cell instances after yosys synthesis: 185
- H-tree Lvls: 2
- kind of capture point of the worst setup path: flip-flop
- Peak VDD IR: 0.000159 V
- GRT busiest layer: met2
- Worst Max-Slew Pin Slew: 495 ps
- register bit total from synthesis: 36
- launch point of the worst path: time1[0]
- critical hold path startpoint: time1[31]
- hold buffer count at cts: 0
- post-CTS setup repair buffer count: 0
- # setup viols final: 0
- switching power share of the total: 0.173
- fraction of post-synthesis cell area in the top cell type by area: 0.381
- die extent in y: 122 um
- number of instances in the synthesized netlist: 185
- Final Max Tran Viols: 0
- placer congestion estimate: 0.893
- number of register pins that no clock reaches: 3
- Vias/cell: 3.82
- antenna violations before repair: 0
- clock power share: 0.484
- number of placement rows: 37
- switching power total: 109 uW
- via count: 1262
- largest area contributor in the netlist: sky130_fd_sc_hd__dfxtp_1
- tally of unique sky130hd cells used after synthesis: 33
- endpoints left unconstrained: 7
- worst-path cell chain: ha_1 -> nand4_2 -> or3_1 -> or4_1 -> a21oi_1
- minimum clock period: 2100 ps
- met3 track demand over resource: 0.00704
- critical path fanouts, max: 10
- number of resized instances in the post-cts repair step: 0
- total I/O pin count: 10
- total global-route track usage: 0.0431
- CTS tree: done
- data arrival at the endpoint of the critical path: 2320 ps
- tally of OpenROAD warnings: 26
- CTS Buf Count: 5
- Final HPWL DP: 2300 um
- sequential group share of total power: 0.509
- Area Growth Syn to Fin: 18.7%
- internal power: 523 uW
- number of warnings printed during yosys synthesis: 1
- final routed wire length divided by cell count: 9.50 um
- count of nets left with antenna violations after detail routing: 0
- wire length of the first global-routing pass: 5550 um
- Yosys chip area: 1680 sq um
- kind of launch point of the worst setup path: flip-flop
- master cell of the clock root buffer: sky130_fd_sc_hd__clkbuf_8
- drt total wl: 3140 um
- proportion of synthesized flip-flops having asynchronous set or reset: 0.0833
- die boundary width: 122 um
- total antenna diodes in the routed design: 0
- Global Route met1 Usage: 0.0642
- largest cells by area after synthesis: sky130_fd_sc_hd__dfxtp_1, sky130_fd_sc_hd__xnor2_1, sky130_fd_sc_hd__xor2_1
- DR DRC count: 0
- vias in the first global route: 1185
- Leakage Power: 0.000778 uW
- number of maximum-capacitance violations: 0
- Starting DRT DRC Count: 67
- maximum operating frequency: 475 MHz
- Req. time, crit path: 4310 ps
- normalized max-slew margin: 0.667
- run status: finished clean
- clock edge transition at the registers on the reported setup and hold paths: 60 ps
- share of layout cells above drive strength 1: 0.0567
- delay contributed by the slowest stage of the critical path: 550 ps
- buffers from clock root to sink, at most: 2
- total power divided by cell area: 316 nW/um^2
- slowest CP cell: sky130_fd_sc_hd__or3_1
- Worst Skew: 6.78 ps
- chip area: 14900 sq um
- I/O Buffers: 7
- launch point of the worst reg-to-reg path: time1[0]
- combinational group share of total power: 0.007
- 1st-pass router iterations: 4
- count of flip-flops with a built-in enable after synthesis: 1
- FP Util: 0.164
- synthesized area divided by synthesized cell count: 9.10 sq um
- category of the critical setup timing path: reg -> reg
- met2 routing resource usage after global routing: 0.0649
per-stage QoR:
| step | instances | power [uW] | hold WS, ps | setup WS [ps] | instance area [sq um] |
|---|---|---|---|---|---|
| after floorplan | 186 | 331 | 425 | 2180 | 1690 |
| after global placement | 322 | 333 | 451 | 2060 | 1880 |
| after detailed placement | 322 | 333 | 448 | 2010 | 1880 |
| after CTS | 330 | 641 | 476 | 1990 | 2000 |
| after global routing | 330 | 658 | 504 | 1870 | 2000 |
| final | 330 | 632 | 466 | 2000 | 2000 |
area by class of cell:
type,instances,area [sq um]
clock inverter,1,30.0
sequential,36,746
fill,1086,8230
timing repair buffer,8,77.6
inverter,10,37.5
multi-input combinational,132,850
tap,136,170
clock buffer,7,86.3
logic make-up after synthesis:
kind of cell	synth area share
and+or+nand+nor	0.292
other	0.00223
xor gates and xnor gates	0.146
DFF	0.443
buffers and inverters	0.0543
adders and majority gates	0.0149
AOI/OAI and AO/OA	0.0476
path summary, 6_finish.rpt:
kind                                   to  slack, ps  depth (start not counted)
worst min register to register  time1[31]        470                          1
worst min-delay path            time1[31]        470                          1
worst max register to register  time1[24]       2000                          5
worst max-delay path            time1[24]       2000                          5
Yosys cell counts, types with 2 or more instances:
master                     instances
sky130_fd_sc_hd__clkbuf_1          3
sky130_fd_sc_hd__buf_6             2
sky130_fd_sc_hd__xor2_1           14
sky130_fd_sc_hd__xnor2_1          14
sky130_fd_sc_hd__and4_1            2
sky130_fd_sc_hd__or3_1             4
sky130_fd_sc_hd__o21ai_0           3
sky130_fd_sc_hd__nor3_1            7
sky130_fd_sc_hd__o31ai_1           4
sky130_fd_sc_hd__nand2_1           9
sky130_fd_sc_hd__dfxtp_1          32
sky130_fd_sc_hd__nor2_1           15
sky130_fd_sc_hd__dfrtp_1           3
sky130_fd_sc_hd__inv_1            10
sky130_fd_sc_hd__nor4_1            9
sky130_fd_sc_hd__a21oi_1           7
sky130_fd_sc_hd__buf_4             2
sky130_fd_sc_hd__nand4_1          10
sky130_fd_sc_hd__and3_1            4
sky130_fd_sc_hd__nand4_2           2
sky130_fd_sc_hd__nand3_1          12
sky130_fd_sc_hd__ha_1              2
sky130_fd_sc_hd__or4_1             5
power by group through the flow:
stage | Combinational (uW) | Clock (uW) | Sequential [uW]
finish | 4.15 | 306 | 322
global route | 4.90 | 331 | 322
CTS | 4.35 | 314 | 322
registers in the layout (all words and copies together), names as in the netlist:
signal and flops:
time1 32, currentState 3, clk1 1
critical path: cells and delay by family, from the launching register on:
family	cells	cell delay (ps)
simple gates	3	1270
flops	1	390
fa+ha+maj	1	240
compound gates	1	150
layer usage:
| metal | vias up | part of all wire |
|---|---|---|
| li1 | 670 | - |
| met1 | 562 | 0.51 |
| met2 | 26 | 0.43 |
| met3 | 4 | 0.040 |
| met4 | 0 | 0.013 |
| met5 | - | 0 |
No activity file was given, so power comes from the tool's default toggle rates.
